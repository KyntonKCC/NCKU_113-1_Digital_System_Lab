File: /design/flow/design.v
module Dot_Matrix(clock, reset, dot_row, dot_col);
	input clock, reset;
	output [7:0] dot_row;
	output [7:0] dot_col;
	wire clk_div;
	Frequency_Divider u_FreqDiv(.clk(clock), .rst(reset), .clk_div(clk_div));
	Matrix_Controller u_MatrCont(.clk_div(clk_div), .rst(reset), .dot_row(dot_row), .dot_col(dot_col));
endmodule 
module Matrix_Controller(clk_div, rst, dot_row, dot_col);
	input clk_div, rst;
	output reg [7:0] dot_row;
	output reg [7:0] dot_col;
	reg [2:0] row_count;
	always @(posedge clk_div or negedge rst)
	begin
		if(~rst) begin
			dot_row <= 8'b0;
			dot_col <= 8'b0;
			row_count <= 0;
		end else begin
			row_count <= row_count + 1;
			case(row_count)
				3'd0: dot_row <= 8'b01111111;
				3'd1: dot_row <= 8'b10111111;
				3'd2: dot_row <= 8'b11011111;
				3'd3: dot_row <= 8'b11101111;
				3'd4: dot_row <= 8'b11110111;
				3'd5: dot_row <= 8'b11111011;
				3'd6: dot_row <= 8'b11111101;
				3'd7: dot_row <= 8'b11111110;
			endcase
			case(row_count)
				3'd0: dot_col <= 8'b00011000;
				3'd1: dot_col <= 8'b00100100;
				3'd2: dot_col <= 8'b01000010;
				3'd3: dot_col <= 8'b11000011;
				3'd4: dot_col <= 8'b01000010;
				3'd5: dot_col <= 8'b01000010;
				3'd6: dot_col <= 8'b01000010;
				3'd7: dot_col <= 8'b01111110;
			endcase
		end
	end
endmodule 
module Frequency_Divider(clk, rst, clk_div);
	input clk, rst;
	output reg clk_div;
	reg [31:0] count;
	always@(posedge clk)
	begin
		if(!rst) begin
			count <= 32'd0;
			clk_div <= 1'b0;
		end else begin
			if(count == 32'd2500) begin
				count <= 32'd0;
				clk_div <= ~clk_div;
			end else begin
				count <= count + 32'd1;
			end
		end
	end
endmodule 
File: /design/flow/run.sh
#!/bin/bash
# OpenROAD 26Q1-2900-gdf79404cd8, Yosys 0.63+post, stock flow scripts
make -C /OpenROAD-flow-scripts/flow DESIGN_CONFIG=/design/flow/config.mk WORK_HOME=/design/flow/orfs finish
File: /design/flow/config.mk
export PLATFORM = sky130hd
export DESIGN_NAME = Dot_Matrix
export DESIGN_NICKNAME = Dot_Matrix
export VERILOG_FILES = /design/flow/design.v
export SDC_FILE = /design/flow/constraint.sdc
export NUM_CORES = 4
export LEC_CHECK = 1
export CORE_UTILIZATION = 40
File: /design/flow/constraint.sdc
current_design Dot_Matrix

set clk_period 6.2
set clk_io_pct 0.2

create_clock -name clk0 -period $clk_period [get_ports {clock}]

set non_clock_inputs [all_inputs -no_clocks]
set_input_delay [expr $clk_period * $clk_io_pct] -clock clk0 $non_clock_inputs
set_output_delay [expr $clk_period * $clk_io_pct] -clock clk0 [all_outputs]
==> flow_summary.ini <==
; flow metrics
[floorplanning]
chipWidth_um = 76.9
num_rows = 26
initial_core_util_pct = 42.8
coreArea_um2 = 5240
die.size.y_um = 76.9
fp.dieArea_um2 = 5910
count_of_pins_on_the_block_boundary = 18

[final_layout]
drive_gt1_share_pct = 5.93
final-instance-count-excl-fill = 323
final_core_util_pct = 48.2
areaGrowthSynthToFinish_pct = 12.7
multi_input_logic_area_um2 = 1070
num-fill-cells = 493
sequential_cell_area_um2 = 1040

[clock_network]
ctsResizeCount = 0
post_cts_buffers = 0
tritoncts = done
cts-root-to-sink-buffers = 2
clockRootBuffer = sky130_fd_sc_hd__clkbuf_8
inserted_clock_buffers = 5
worstSkewPairLatency_ps = 280
htree_levels = 2
worst_setup_hold_path_clk_slew_ps = 70
cts_hold_buf = 0

[power_and_ir_drop]
share_clk_of_total_power_pct = 45.6
ir_worst_vdd_mv = 0.121
internal-power_mw = 0.334
sequentialPowerShare_pct = 51.6
power.density_nw_per_um2 = 166
power_leakage_nw = 0.844
power_switching_share_pct = 20.3
netSwitchingPower_mw = 0.0849
comb_power_share_pct = 2.7

[final_timing]
max_slew_margin_pct = 52.6
timing.final.crit_share_pct = 45.5
slew_viol_final = 0
setup-tns-final_ps = 0
finClkSkew_ps = 9.63
final_min_period_ps = 2820
unconstrained_endpoints = 31
report.final.hold_viol_count = 0
timing_worst_slew_pin_value_ps = 708
clock.fmax_mhz = 355
unclocked_regs = 15
grt_setup_unrepaired = no
setup-violations-final = 0
hold_ws_ps = 499

[placement]
number_of_instances_in_the_placed_design = 316
finalWeightedCongestion = 0.814
dpl.hpwl_um = 2800
place.port_buffers = 17

[setup_path]
worstPathRequired_ps = 6430
r2r-start = u_FreqDiv.count[0]
critPathKind = in -> reg
worst_ep_arrival_time_ps = 3050
cp_cell_sequence = clkdlybuf4s50_1 > o21ai_2 > buf_4 > o21ba_2
crit_path_end_kind = flop
cp_top_family = buffers and inverters
start_kind = input port
crit_buf_inv = 2
largest_fanout_of_any_net_on_the_critical_path = 21
crit_path_start = reset
timing.critical_path.slowest_stage_cell = sky130_fd_sc_hd__clkdlybuf4s50_1
critPathMaxStageDelay_ps = 930

[routing]
antennaDiodeCount = 0
route.vias.total = 1681
drt_iter0_drc = 51
vias_per_cell = 5.20
wirelength_um = 4000
dr_pass1_iterations = 4
antenna_left = 0
detail_route.wl_per_cell_um = 12.4
drcViolationCount = 0

[yosys]
postSynthRegisterBits = 48
ys_warn_count = 2
yosysUniqueCellTypes = 32
synth.yosys.chip_area_um2 = 2240
netlist_area_um2 = 2240
number_of_cells_in_yosys_stat = 244
synth_cells = 244
syn-mean-instance-area_um2 = 9.18
seq_area_frac_synth_pct = 46.2

[grt]
pin_count_of_the_biggest_net_entering_global_routing = 22
number_of_global_route_vias_before_repair = 1430
first_pass_grt_wire_length_um = 6890
grt.total_usage_pct = 14.7
antenna_found_initial = 0
overflow = 0

[run_status]
result_of_the_run = finished clean

[worst_hold_path]
worst_hold_startpoint = u_FreqDiv.count[29]
hold_class = reg -> reg

[job]
openroad.warnings = 32
cap_violations = 0
-- routing by layer --
metal	GRT usage [%]	up-vias	part of all wire, %	routed length, um
li1	-	889	-	-
met1	22.7	770	51	2060
met2	22.9	18	45	1810
met3	2.30	4	2.5	101
met4	1.54	0	0.68	27
met5	0	-	0	0
-- kinds of logic after synthesis --
group                      Yosys count  share of synthesized area, %
xor gates and xnor gates            14                          5.47
DFF                                 48                          46.2
buffers and inverters               29                          6.14
AOI/OAI and AO/OA                   37                          9.60
adders and majority gates           10                          5.58
and+or+nand+nor                    106                          27.0
-- through the flow --
step | instance area [um2] | power [mW] | worst slack [ps]
after global placement | 2420 | 0.233 | 3060
after global routing | 2520 | 0.437 | 3180
final | 2520 | 0.419 | 3380
after floorplan | 2240 | 0.228 | 4150
after detailed placement | 2420 | 0.233 | 3030
after CTS | 2520 | 0.424 | 3330
-- worst register-to-register path: stages, from the launching register on --
cell and delay [ps]:
sky130_fd_sc_hd__dfxtp_1 430, sky130_fd_sc_hd__ha_1 260, sky130_fd_sc_hd__nand4_2 220, sky130_fd_sc_hd__or4_1 670, sky130_fd_sc_hd__or4_1 530, sky130_fd_sc_hd__a21oi_1 150
-- path summary, 6_finish.rpt --
| check | slack, ps | end | cells after the start |
|---|---|---|---|
| setup / recovery | 3380 | u_FreqDiv.count[31] | 4 |
| hold / removal | 500 | u_FreqDiv.count[29] | 2 |
| setup reg to reg | 3870 | u_FreqDiv.count[28] | 5 |
| hold reg to reg | 500 | u_FreqDiv.count[29] | 2 |
-- power by group through the flow --
| stage | clock [mW] | combinational [mW] | sequential, mW |
|---|---|---|---|
| final | 0.191 | 0.0115 | 0.216 |
| after CTS | 0.196 | 0.0119 | 0.216 |
| after global routing | 0.207 | 0.0129 | 0.217 |
-- final cells by class --
| type | count | share of cell area, % |
|---|---|---|
| inverters | 13 | 1.93 |
| multi-input cells | 167 | 42.4 |
| clock inverters | 2 | 1.39 |
| flip-flops and latches | 48 | 41.0 |
| well taps | 70 | 3.47 |
| clock buffers | 5 | 2.73 |
| repair buffers | 18 | 7.04 |
-- cell usage after synthesis, drive strengths merged --
library cell | number | area share [%]
clkbuf | 6 | 1.0
xnor2 | 12 | 4.7
buf | 10 | 3.0
a21boi | 1 | 0.34
nor4b | 3 | 1.2
dfxtp | 33 | 29
nand4 | 14 | 4.5
nor3 | 4 | 0.89
and3 | 1 | 0.34
or4 | 12 | 4.2
o21a | 1 | 0.34
xor2 | 2 | 0.78
inv | 13 | 2.2
a21oi | 15 | 3.3
ha | 10 | 5.6
o31ai | 8 | 2.7
o21ai | 11 | 2.5
dfrtp | 15 | 17
nor4 | 8 | 2.2
nand3 | 11 | 2.7
nand2 | 20 | 3.3
and2 | 1 | 0.28
and4 | 5 | 2.0
or3 | 8 | 2.2
nor2 | 19 | 3.2
o21ba | 1 | 0.45
-- state kept, by name, summed over array words and instances (netlist names) --
register and cells:
u_MatrCont.dot_row 8, u_FreqDiv.count 32, u_MatrCont.row_count 3, u_FreqDiv.clk_div 1, u_MatrCont.dot_col 4
-- cells in the final DEF (no fill, tap or decap) --
cell type | synthesis | routed
sky130_fd_sc_hd__o31ai_1 | 8 | 8
sky130_fd_sc_hd__nand4_2 | 2 | 2
sky130_fd_sc_hd__and4_1 | 5 | 5
sky130_fd_sc_hd__clkbuf_8 | 0 | 5
sky130_fd_sc_hd__nand3_1 | 10 | 10
sky130_fd_sc_hd__o21a_1 | 1 | 1
sky130_fd_sc_hd__nand2_1 | 20 | 20
sky130_fd_sc_hd__dfrtp_1 | 15 | 15
sky130_fd_sc_hd__clkdlybuf4s50_1 | 0 | 17
sky130_fd_sc_hd__buf_4 | 4 | 1
sky130_fd_sc_hd__o21ai_2 | 0 | 1
sky130_fd_sc_hd__nor3_1 | 4 | 4
sky130_fd_sc_hd__o21ai_0 | 10 | 10
sky130_fd_sc_hd__xor2_1 | 2 | 2
sky130_fd_sc_hd__and2_1 | 1 | 1
sky130_fd_sc_hd__clkinv_2 | 0 | 1
sky130_fd_sc_hd__bufinv_16 | 0 | 1
sky130_fd_sc_hd__dfxtp_1 | 33 | 33
sky130_fd_sc_hd__ha_1 | 10 | 10
sky130_fd_sc_hd__nor2_1 | 19 | 19
sky130_fd_sc_hd__xnor2_1 | 12 | 12
sky130_fd_sc_hd__nand3_2 | 1 | 1
sky130_fd_sc_hd__nor4b_1 | 3 | 3
sky130_fd_sc_hd__o21ba_2 | 1 | 1
sky130_fd_sc_hd__a21oi_1 | 15 | 15
sky130_fd_sc_hd__or3_1 | 8 | 8
sky130_fd_sc_hd__inv_1 | 13 | 13
sky130_fd_sc_hd__a21boi_0 | 1 | 1
sky130_fd_sc_hd__and3_2 | 1 | 1
sky130_fd_sc_hd__nor4_1 | 8 | 8
sky130_fd_sc_hd__or4_4 | 1 | 1
sky130_fd_sc_hd__nand4_1 | 12 | 12
sky130_fd_sc_hd__or4_1 | 11 | 11
Power is estimated from default activity; no workload was simulated.
