## flow/run.sh

```bash
#!/bin/bash
# OpenROAD 26Q1-2900-gdf79404cd8, Yosys 0.63+post, stock flow scripts
make -C /OpenROAD-flow-scripts/flow DESIGN_CONFIG=/design/flow/config.mk WORK_HOME=/design/flow/orfs finish
```

## flow/config.mk

```make
export PLATFORM = sky130hd
export DESIGN_NAME = Traffic_Light
export DESIGN_NICKNAME = Traffic_Light
export VERILOG_FILES = /design/flow/design.v
export SDC_FILE = /design/flow/constraint.sdc
export NUM_CORES = 4
export LEC_CHECK = 1
export CORE_UTILIZATION = 50
```

## flow/constraint.sdc

```tcl
current_design Traffic_Light

set clk_period 3.7
set clk_io_pct 0.2

create_clock -name clk0 -period $clk_period [get_ports {clock}]

set non_clock_inputs [all_inputs -no_clocks]
set_input_delay [expr $clk_period * $clk_io_pct] -clock clk0 $non_clock_inputs
set_output_delay [expr $clk_period * $clk_io_pct] -clock clk0 [all_outputs]
```

## flow/design.v

```verilog
module Traffic_Light(clock, reset, dot_row, dot_col, out);
	input clock, reset;
	output [7:0] dot_row;
	output [7:0] dot_col;
	output [6:0] out;
	wire clk_div1, clk_div2;
	wire [3:0] count;
	wire [1:0] gyr;
	Frequency_Divider1 u_FreqDiv1(.clk(clock), .rst(reset), .clk_div(clk_div1));
	Frequency_Divider2 u_FreqDiv2(.clk(clock), .rst(reset), .clk_div(clk_div2));
	Counter u_Counter(.clk(clk_div1), .rst(reset), .count(count), .gyr(gyr));
	SevenDisplay u_SevenDisplay(.count(count), .out(out));
	DotMatrixDisplay u_DotMatrixDisplay(.clk(clk_div2), .gyr(gyr), .rst(reset), .dot_row(dot_row), .dot_col(dot_col));
endmodule 
module DotMatrixDisplay(clk, gyr, rst, dot_row, dot_col);
	input clk, rst;
	input [1:0] gyr;
	output reg [7:0] dot_row;
	output reg [7:0] dot_col;
	reg [2:0] row_count;
	always @(posedge clk or negedge rst) begin
		if(~rst) begin
			dot_row <= 8'b0;
			dot_col <= 8'b0;
			row_count <= 0;
		end else begin
			row_count <= row_count + 1;
			case(row_count)
				3'd0: dot_row <= 8'b01111111;
				3'd1: dot_row <= 8'b10111111;
				3'd2: dot_row <= 8'b11011111;
				3'd3: dot_row <= 8'b11101111;
				3'd4: dot_row <= 8'b11110111;
				3'd5: dot_row <= 8'b11111011;
				3'd6: dot_row <= 8'b11111101;
				3'd7: dot_row <= 8'b11111110;
			endcase
			if(gyr == 0) begin
				case(row_count)
					3'd0: dot_col <= 8'b00001100;
					3'd1: dot_col <= 8'b00001100;
					3'd2: dot_col <= 8'b00011001;
					3'd3: dot_col <= 8'b01111110;
					3'd4: dot_col <= 8'b10011000;
					3'd5: dot_col <= 8'b00011000;
					3'd6: dot_col <= 8'b00101000;
					3'd7: dot_col <= 8'b01001000;
				endcase
			end else if(gyr == 1) begin
				case(row_count)
					3'd0: dot_col <= 8'b00000000;
					3'd1: dot_col <= 8'b00100100;
					3'd2: dot_col <= 8'b00111100;
					3'd3: dot_col <= 8'b10111101;
					3'd4: dot_col <= 8'b11111111;
					3'd5: dot_col <= 8'b00111100;
					3'd6: dot_col <= 8'b00111100;
					3'd7: dot_col <= 8'b00000000;
				endcase
			end else if(gyr == 2) begin
				case(row_count)
					3'd0: dot_col <= 8'b00011000;
					3'd1: dot_col <= 8'b00011000;
					3'd2: dot_col <= 8'b00111100;
					3'd3: dot_col <= 8'b00111100;
					3'd4: dot_col <= 8'b01011010;
					3'd5: dot_col <= 8'b00011000;
					3'd6: dot_col <= 8'b00011000;
					3'd7: dot_col <= 8'b00100100;
				endcase
			end
		end
	end
endmodule 
module SevenDisplay(count, out);
	input [3:0] count;
	output reg [6:0] out;
	always @(count) begin
		case(count)
			4'd0: out <= 7'b1000000;
			4'd1: out <= 7'b1111001;
			4'd2: out <= 7'b0100100;
			4'd3: out <= 7'b0110000;
			4'd4: out <= 7'b0011001;
			4'd5: out <= 7'b0010010;
			4'd6: out <= 7'b0000010;
			4'd7: out <= 7'b1111000;
			4'd8: out <= 7'b0000000;
			4'd9: out <= 7'b0010000;
			4'd10: out <= 7'b0001000;
			4'd11: out <= 7'b0000011;
			4'd12: out <= 7'b1000110;
			4'd13: out <= 7'b0100001;
			4'd14: out <= 7'b0000110;
			4'd15: out <= 7'b0001110;
			default: out <= 7'b1000000;
		endcase
	end
endmodule 
module Counter(clk, rst, count, gyr);
	input clk, rst;
	output reg [3:0] count;
	output reg [1:0] gyr;
	always @(posedge clk or negedge rst) begin
		if(~rst) begin
			count <= 10;
			gyr <= 0;
		end else if(count != 0) begin
			count <= count - 1;
		end else begin
			if(gyr == 0) begin
				count <= 3;
				gyr <= 1;
			end else if(gyr == 1) begin
				count <= 15;
				gyr <= 2;
			end else if(gyr == 2) begin
				count <= 10;
				gyr <= 0;
			end 
		end
	end
endmodule 
module Frequency_Divider1(clk, rst, clk_div);
	input clk, rst;
	output reg clk_div;
	reg [31:0] count;
	always @(posedge clk) begin
		if(!rst) begin
			count <= 32'd0;
			clk_div <= 1'b0;
		end else begin
			if(count == 32'd25000000) begin
				count <= 32'd0;
				clk_div <= ~clk_div;
			end else begin
				count <= count + 32'd1;
			end
		end
	end
endmodule 
module Frequency_Divider2(clk, rst, clk_div);
	input clk, rst;
	output reg clk_div;
	reg [31:0] count;
	always @(posedge clk) begin
		if(!rst) begin
			count <= 32'd0;
			clk_div <= 1'b0;
		end else begin
			if(count == 32'd2500) begin
				count <= 32'd0;
				clk_div <= ~clk_div;
			end else begin
				count <= count + 32'd1;
			end
		end
	end
endmodule 
```

==> results_dict.tcl <==
# place-and-route summary
set metrics [dict create \
    antenna_found_initial 0 \
    grt.total_usage_pct 19.69 \
    chipArea_mm2 0.009487 \
    critPathKind "flop to flop" \
    fin_crit_ns 2.227 \
    hpwl_mm 6.188 \
    io_buffers 24 \
    synth_warnings 5 \
    crit_end "u_FreqDiv2.count[30]" \
    drive_above_1_share_pct 5.915 \
    syn_area_mm2 0.004551 \
    swShare_pct 22.09 \
    fp_util_pct 51.93 \
    drt_iter0_markers 201 \
    tns_ns 0 \
    syn_avg_cell_area_um2 8.768 \
    post_cts_resized 0 \
    numSynthFlops 92 \
    antenna-diode-count 0 \
    clock_latency_ns 0.33 \
    cts_hold_buffers 0 \
    async_flop_share_pct 28.26 \
    cts_tree "done" \
    grt_max_degree 33 \
    ys_cells 519 \
    untimed_endpoints 49 \
    layout.area.comb_mm2 0.002411 \
    finalSetupViolCount 0 \
    cts_root_buffer "clkbuf_8" \
    max_slew_margin_pct 50.62 \
    nFillCells 804 \
    rsz0062_at_grt "no" \
    yosys.cell_types.count 47 \
    max_slew.worst_pin.slew_ns 0.7350 \
    lay_top_count "dfxtp_1" \
    grt_pass1_wl_mm 15.53 \
    io_pins 25 \
    grt-ovfl-total 0 \
    seq_area_frac_synth_pct 43.41 \
    drt_first_pass_iters 4 \
    vias 3771 \
    crit_path_start "u_FreqDiv2.count[6]" \
    r2r_end "u_FreqDiv2.count[30]" \
    unclocked_pins 26 \
    worst_clock_skew_ns 0.006774 \
    rows 34 \
    slew_violations 0 \
    edf_count 0 \
    fmax_ghz 0.4490 \
    worst-r2r-setup-slack_ns 1.47 \
    warnings 38 \
    status "completed" \
    seq_area_mm2 0.001976 \
    fp.coreArea_mm2 0.008763 \
    power.net_switching_mw 0.2908 \
    hold_ws_ns 0.4695 \
    path_max_fanout 16 \
    power.density_mw_per_mm2 259.9 \
    syn_to_final_growth_pct 11.30 \
    cap_violations 0 \
    postCtsSetupRepairBufs 0 \
    p_clk_share_pct 42.1 \
    ys_dominant_reg_cell "dfxtp_1" \
    vdd_drop_max_mv 0.2530 \
    p_seq_share_pct 54.9 \
    crit-reg2reg-launch "u_FreqDiv2.count[6]" \
    end_kind "flop" \
    final_hold_viol_count 0 \
    critPathLaunchType "flop" \
    reg2reg_depth 4 \
    power_frac_comb_pct 2.9 \
    numCtsBuffers 9 \
    viasPerCell 5.810 \
    drcViolationCount 0 \
    worst_ep_arrival_time_ns 2.50 \
    yosysChipArea_mm2 0.004551 \
    min_path_type "flop to flop" \
    wl_per_cell_um 13.65 \
    ant_nets 0 \
    htreeDepth 3 \
    finalClockPeriodUsage_pct 60.19 \
    dieHeight_um 97.40 \
    p_leak_nw 1.671 \
    cp.required_ns 3.97 \
    cts.clk_slew.worst_paths_ns 0.07 \
    internal_power_mw 1.025 \
    fp.dieW_um 97.40 \
    grt_pass1_vias 3424 \
    place.gp.congestion 0.8625 \
    lay_top_cells "dfxtp_1 (66), a21oi_1 (49), nor2_1 (46), nand2_1 (34), nand4_1 (27)" \
    finalWirelength_mm 8.861 \
    netlist_instances 519 \
    cts_buffer_depth 2 \
]
==> power by group through the flow <==
stage	Sequential (mW)	Combinational (mW)	Clock, mW
after CTS	0.723	0.0398	0.573
after global routing	0.723	0.0439	0.602
final	0.723	0.0386	0.555
==> cell usage after synthesis (all sizes together), types with 7 or more instances <==
cell     n  area share, %
or3     18            2.5
or4     21            3.5
dfrtp   23             13
inv     26            2.1
nor2    46            3.8
nand3   20            2.2
nor4b    7            1.3
nor4    13            1.8
o31ai   19            3.1
nand4   28            4.0
dfxtp   66             29
xnor2   25            4.8
nor3    12            1.3
ha      17            4.7
a21oi   49            5.4
clkbuf  17            1.4
nand2   34            2.8
o21ai   26            2.9
==> cell families (layout without fill, tap and decap cells) <==
| family | count (synthesis) | in the layout | synth area share (%) |
|---|---|---|---|
| simple gates | 221 | 221 | 26.89 |
| compound gates | 106 | 106 | 13.58 |
| flops | 92 | 92 | 43.42 |
| buf+inv | 47 | 69 | 3.986 |
| xor+xnor | 29 | 29 | 5.581 |
| fa+ha+maj | 17 | 17 | 4.674 |
| mux | 7 | 7 | 1.870 |
==> layer usage <==
layer | vias up | part of all wire (%) | global-route usage, %
met4 | 0 | 1.3 | 3.167
met2 | 81 | 44 | 30.93
li1 | 1933 | - | -
met1 | 1747 | 51 | 31.72
met5 | - | 0 | 0
met3 | 10 | 3.7 | 1.391
==> flip-flops by register name (all words and copies together), names as in the netlist, named ones only <==
register                      count
u_FreqDiv1.count                 32
u_FreqDiv2.count                 32
u_DotMatrixDisplay.dot_col        8
u_DotMatrixDisplay.dot_row        8
u_Counter.count                   4
u_DotMatrixDisplay.row_count      3
u_FreqDiv1.clk_div                1
u_FreqDiv2.clk_div                1
==> stage by stage <==
| step | util (%) | setup slack (ns) | instances | power [mW] | cell area (um^2) |
|---|---|---|---|---|---|
| floorplan | - | 1.745 | 519 | 0.7610 | 4551 |
| global placement | 55.71 | 1.520 | 633 | 0.7779 | 4882 |
| detailed placement | 55.71 | 1.497 | 633 | 0.7784 | 4882 |
| CTS | 57.80 | 1.477 | 649 | 1.335 | 5065 |
| global route | 57.80 | 1.279 | 649 | 1.369 | 5065 |
| finish | 57.80 | 1.473 | 649 | 1.316 | 5065 |
==> final cells by class <==
| class | count | share of cell area, % |
|---|---|---|
| repair buffers | 27 | 5.188 |
| multi-input cells | 380 | 47.60 |
| flip-flops and latches | 92 | 39.01 |
| clock buffers | 14 | 3.409 |
| well taps | 108 | 2.668 |
| inverters | 26 | 1.927 |
| clock inverters | 2 | 0.1976 |
==> critical path, cell delays in order, from the launching register on <==
cell,delay (ns)
dfxtp_1,0.44
nand4_2,0.20
or4_1,0.80
or4_1,0.58
a21oi_1,0.14
==> worst min-delay path by stage <==
| stage | from | end | slack [ns] | cells after the start |
|---|---|---|---|---|
| CTS | u_FreqDiv1.count[0] | u_FreqDiv1.count[0] | 0.47 | 1 |
| global route | u_FreqDiv1.count[0] | u_FreqDiv1.count[0] | 0.48 | 1 |
| finish | u_FreqDiv1.count[0] | u_FreqDiv1.count[0] | 0.47 | 1 |
No activity file was given, so power comes from the tool's default toggle rates.
