**flow/run.sh**
```bash
#!/bin/bash
# OpenROAD 26Q1-2900-gdf79404cd8, Yosys 0.63+post, stock flow scripts
make -C /OpenROAD-flow-scripts/flow DESIGN_CONFIG=/design/flow/config.mk WORK_HOME=/design/flow/orfs finish
```
**flow/config.mk**
```make
export PLATFORM = sky130hd
export DESIGN_NAME = Specialized_Multiplier
export DESIGN_NICKNAME = Specialized_Multiplier
export VERILOG_FILES = /design/flow/design.v
export SDC_FILE = /design/flow/constraint.sdc
export NUM_CORES = 4
export LEC_CHECK = 1
export CORE_AREA = 10 10 70 70
export DIE_AREA = 0 0 80 80
```
**flow/constraint.sdc**
```tcl
current_design Specialized_Multiplier

set clk_period 1.7
set clk_io_pct 0.2

create_clock -name clk0 -period $clk_period

set non_clock_inputs [all_inputs -no_clocks]
set_input_delay [expr $clk_period * $clk_io_pct] -clock clk0 $non_clock_inputs
set_output_delay [expr $clk_period * $clk_io_pct] -clock clk0 [all_outputs]
```
**flow/design.v**
```verilog
module Specialized_Multiplier(IN, OUT);
input [3:0] IN;
output reg [6:0] OUT;
always@(*)
begin
	if(IN <= 2) begin
		OUT = IN;
	end else if(IN <= 5) begin
		OUT = IN * 2 + 1;
	end else if(IN <= 8) begin
		OUT = IN * 2 - 1;
	end else begin
		OUT = 0;
	end 
	if(OUT == 0) begin  
		OUT = 7'b1000000;
	end else if(OUT == 1) begin  
		OUT = 7'b1111001;
	end else if(OUT == 2) begin  
		OUT = 7'b0100100;
	end else if(OUT == 3) begin  
		OUT = 7'b0110000;
	end else if(OUT == 4) begin  
		OUT = 7'b0011001;
	end else if(OUT == 5) begin  
		OUT = 7'b0010010;
	end else if(OUT == 6) begin  
		OUT = 7'b0000010;
	end else if(OUT == 7) begin  
		OUT = 7'b1111000;
	end else if(OUT == 8) begin  
		OUT = 7'b0000000;
	end else if(OUT == 9) begin  
		OUT = 7'b0010000;
	end else if(OUT == 10) begin  
		OUT = 7'b0001000;
	end else if(OUT == 11) begin  
		OUT = 7'b0000011;
	end else if(OUT == 12) begin  
		OUT = 7'b0000110;
	end else if(OUT == 13) begin  
		OUT = 7'b0100001;
	end else if(OUT == 14) begin  
		OUT = 7'b0000110;
	end else if(OUT == 15) begin  
		OUT = 7'b0001110;
	end else begin  
		OUT = 7'b1000000;
	end 
end
endmodule 
```
==> CHANGELOG.md <==
## Implementation

* Status: finished with violations
* Failing checks: setup timing
* Synthesis-to-finish area growth at 114%
* DR DRC count at 0
* Share of cells above drive strength 1 at between 60% and 70%
* Yosys top cell by instances: a21oi_1
* Log Warnings at 37
* Fin. max-slew vios at 0
* Worst-margin pin slew at between 0.3 and 0.4 ns
* Worst setup startpoint: IN[1]
* Vias in the first global route at 483
* Vias at between 400 and 500
* Syn. warnings at 1
* Avg Cell Area, Syn at roughly 7.7 um^2
* WP data arrival at ~1.8 ns
* CP max FO at 5
* Final Cycle Share at 127%
* FF+latch area at 0 um^2
* Synthesized cell area at roughly 380 um^2
* FP Util at 11.0%
* Synth Instances at 49
* GRT Util Overall at roughly 3.7%
* RSZ-0062 raised after global routing: true
* Post-DRT Antenna Nets at 0
* Distinct lib cells used at 25
* Placeable Area at 3420 um^2
* Routed WL at roughly 1300 um
* Worst setup margin at -0.462 ns
* Combinational share of power at around 100%
* MaxCap Viol Count at 0
* Largest net degree at the start of global routing at 9
* Sequential area share after synthesis at 0%
* Critical Path Sink Type: primary output
* Switch share at about 43%
* Initial antenna violation count at 0
* Slew headroom at approximately 78%
* Critical Path, Cell by Cell: buf_8 -> clkinvlp_4 -> ha_4 -> nor3b_4 -> nor2_4 -> mux2i_4 -> buf_6 -> nand3b_1 -> a21boi_2 -> buf_2
* # port buffers at 11
* Finish-stage setup viols at 7
* Leakage power at approximately 0.33 nW
* Die Width at ~80 um
* Top-level I/O count at 11
* Cells in synth_stat.txt at 49
* Int Pwr at 0.000152 W
* Fmax at approximately 460 MHz
* Inst Count DP at around 120
* Routability-driven placement congestion ratio at ~0.7
* Type of origin of the critical path: input port
* Grt ovf at 0
* Top cells, area: ha_1 10%, a21oi_1 9.3%, mux2i_4 6.0%, nand2_1 6.0%, o21a_1 6.0%
* Crit path to: OUT[6]
* Filler cells at between 300 and 400
* Diode count at 0
* Yosys chip area at approximately 380 um^2
* Via density at between 3 and 4
* Placement row count at 21
* Top-area cell type share of the netlist area at roughly a tenth
* CLK BUF at 0
* Worst slack at placement at -1.30 ns
* Slowest library cell on the worst path: mux2i_4
* Router iterations before antenna repair at 2
* Worst Path Required at around 1.4 ns
* Seq_cells at 0
* Crit path kind: in2out
* Die H at ~80 um
* Die area at roughly 6400 um^2
* Final HPWL DP at between 800 and 900 um
* Maximum vdd drop at just under 0.00007 V
* Global-route wire length before repair at about 2100 um
* Non-Filler Instances at around 130
* Synth area leader: ha_1
* 1st-iter DRT viols at 5
* Minimum clock period at 2.16 ns
* PwrDens at between 300 and 400 nW/um^2
* Synth cell count leaders: 7 x a21oi_1, 6 x nand2_1, 4 x nor2_1
* NetSw at ~0.00012 W
* Cts hold-fix bufs at 0
* Max incr delay on CP at 0.27 ns
* Final Power at around 0.00027 W
* DR WL/cell at ~10 um
* Clock network fraction of total power at 0%
* Count of final hold-check violations at 0
* HP Class: in2out
* Seq pwr share at 0%
==> cell families after synthesis <==
logic type	after synthesis	share of synthesized area, %
AND-OR/OR-AND	17	32.0
multiplexers	3	11.3
buffers and inverters	4	6.00
adder cells (fa/ha/maj)	3	10.0
AND/OR/NAND/NOR	18	29.3
XOR/XNOR	4	11.3
==> worst min-delay path by stage <==
stage | slack [ns] | start | cells past startpoint | endpoint
final | 1.22 | IN[1] | 5 | OUT[3]
after CTS | 1.23 | IN[1] | 5 | OUT[3]
after global routing | 1.27 | IN[1] | 5 | OUT[3]
==> stage by stage <==
stage          setup TNS [ns]  area, um^2  hold WS [ns]  utilization (%)
2_1_floorplan          -0.202         384         0.836                -
3_3_place_gp            -8.36         661          2.01             19.3
3_5_place_dp            -8.42         661          2.01             19.3
4_1_cts                 -2.75         788          1.23             23.1
5_1_grt                 -3.33         805          1.27             23.6
6_report                -2.70         805          1.22             23.6
==> worst max-delay path, delay by kind of cell <==
family          cells  cell delay, ns
buf+inv             4            0.46
simple gates        3            0.42
mux                 1            0.27
fa+ha+maj           1            0.19
compound gates      1            0.16
==> timing repair <==
| item | in CTS | in global routing |
|---|---|---|
| resized | 58 | 3 |
| pin swaps | 13 | 9 |
| setup buffers | 8 | 1 |
| setup endpoints to repair | 7 | 7 |
==> power groups by stage <==
stage / Clock [W] / Sequential, W / Combinational, W
4_1_cts: 0 / 0 / 0.000258
5_1_grt: 0 / 0 / 0.000292
6_report: 0 / 0 / 0.000268
==> layout by cell type, fill, tap and decap left out, types with 3 or more instances in the layout <==
master / count
a21oi_1: 4
a21oi_2: 3
buf_2: 7
buf_4: 19
buf_6: 5
nand2_1: 5
nor2_1: 3
o21a_1: 3
==> routing by layer <==
| layer | share of wire (%) | global-route usage [%] |
|---|---|---|
| met1 | 44 | 4.45 |
| met2 | 54 | 7.30 |
| met3 | 2.6 | 0.455 |
| met4 | 0 | 0 |
| met5 | 0 | 0 |
==> area by class of cell <==
| type | instances | area (um^2) | area share (%) |
|---|---|---|---|
| Multi-Input combinational cell | 45 | 462 | 57.4 |
| Inverter | 3 | 17.5 | 2.18 |
| Timing Repair Buffer | 34 | 268 | 33.3 |
| Tap cell | 46 | 57.6 | 7.15 |
No activity file was given, so power comes from the tool's default toggle rates.
